`flow/design.v`:
```
module rook(input logic clk, input logic rst_n,
    output logic slave_waitrequest,
    input logic [3:0] slave_address,
    input logic slave_read, output logic [31:0] slave_readdata,
    input logic slave_write, input logic [31:0] slave_writedata,
    input logic master_waitrequest,
    output logic [31:0] master_address,
    output logic master_read, input logic [31:0] master_readdata, 
    input logic master_readdatavalid,
    output logic master_write, output logic [31:0] master_writedata);
    enum {WAIT, RD_ARGS, RD_B1, RD_B2, 
        MV_F, ADD_FMV, EDIT_F, WRITE_SQF, 
        PREP_B, MV_B, ADD_BMV, EDIT_B, WRITE_SQB, 
        PREP_L, MV_L, ADD_LMV, EDIT_L, WRITE_SQL,
        PREP_R, MV_R, ADD_RMV, EDIT_R, WRITE_SQR,
        FINISH} state;
    logic [31:0] src, dest;
    logic signed [7:0] src_board [63:0];
    logic [7:0] x, y;  
    logic signed [1:0] colour;
    logic signed [7:0] piece;  
    logic signed [7:0] tmp_x, tmp_y;  
    logic signed [1:0] tmp_colour;
    logic [7:0] count, board_offset, sq_data, board_count, tmp_offset;
    logic done_direction;  
    assign slave_readdata = board_count;
    assign master_write = state == WRITE_SQF || state == WRITE_SQB || state == WRITE_SQL || state == WRITE_SQR;
    assign master_read = state == RD_B1;
    always @(posedge clk) begin
        if (~rst_n) begin
            slave_waitrequest = 1'd1;
            state = WAIT;
        end else begin
            case(state)
                WAIT: begin
                    slave_waitrequest = 1'd0;
                    count = 8'd0;
                    board_count = 8'd0;
                    done_direction = 1'd0;
                    state = slave_write ? RD_ARGS : WAIT;  
                end
                RD_ARGS: begin
                    slave_waitrequest = 1'd1;
                    case(slave_address)
                        4'd1: src = slave_writedata;
                        4'd2: dest = slave_writedata;
                        4'd3: begin
                            x = slave_writedata;
                            tmp_x = slave_writedata;
                        end
                        4'd4: begin
                            y = slave_writedata;
                            tmp_y = slave_writedata;
                        end
                    endcase
                    state = slave_address == 4'd0 ? RD_B1 : WAIT;
                end
                RD_B1: begin
                    slave_waitrequest = 1'd1;
                    if (count < 8'd64) begin
                        master_address = src + (count << 2'd2);  
                    end
                    state = master_waitrequest ? RD_B1 : RD_B2;
                end
                RD_B2: begin
                    src_board[(master_address - src) >> 2'd2] = master_readdata[7:0];
                    if (master_address == (src + ((y << 2'd3) + x) << 2'd2)) begin
                        colour = signed'(master_readdata) > signed'(1'd0) ? 2'd1 : (signed'(master_readdata) < signed'(1'd0) ? -2'd1 : 2'd0);
                        piece = master_readdata;
                    end
                    if (master_readdatavalid) count = count + 1;
                    state = master_readdatavalid & (count > 8'd63) ? MV_F : (master_readdatavalid ? RD_B1 : RD_B2);
                end
                MV_F: begin
                    tmp_y = tmp_y + 1'd1;
                    tmp_offset = (tmp_y << 2'd3) + tmp_x;
                    tmp_colour = signed'(src_board[tmp_offset][7:0]) > signed'(8'd0) ? 2'd1 : (signed'(src_board[tmp_offset][7:0]) < signed'(8'd0) ? -2'd1 : 2'd0);
                    state = ADD_FMV;
                end
                ADD_FMV: begin
                    if (signed'(tmp_y) <= signed'(8'd7) & (tmp_colour != colour | tmp_colour == 2'd0)) begin
                        count = 8'd0;
                        board_offset = 8'd0;
                        board_count = board_count + 1'd1;
                        done_direction = tmp_colour != 2'd0;
                    end
                    state = (tmp_colour == colour) | (signed'(tmp_y) > signed'(8'd7)) ? PREP_B : EDIT_F;  
                end
                EDIT_F: begin
                    board_offset = count;
                    if (count == ((y << 2'd3) + x)) begin
                        sq_data = 2'd0; 
                    end
                    else if (count == ((tmp_y << 2'd3) + tmp_x)) begin
                        sq_data = piece;
                    end
                    else begin
                        sq_data = src_board[count]; 
                    end
                    state = (count > 8'd63) & done_direction ? PREP_B : (count > 8'd63 ? MV_F : WRITE_SQF);
                end
                WRITE_SQF: begin
                    master_address = dest + ((board_offset + ((board_count - 1) << 3'd6)) << 2'd2);  
                    master_writedata = sq_data;
                    if (~master_waitrequest) count = count + 1'd1;
                    state = master_waitrequest ? WRITE_SQF : EDIT_F;
                end
                PREP_B: begin
                    tmp_x = x;
                    tmp_y = y;
                    done_direction = 1'd0;
                    state = MV_B;
                end
                MV_B: begin
                    tmp_y = tmp_y - 1'd1;
                    tmp_colour = signed'(src_board[(tmp_y << 2'd3) + tmp_x][7:0]) > signed'(1'd0) ? 2'd1 : (signed'(src_board[(tmp_y << 2'd3) + tmp_x][7:0]) < signed'(1'd0) ? -2'd1 : 2'd0);
                    state = ADD_BMV;
                end
                ADD_BMV: begin
                    if (signed'(tmp_y) >= signed'(8'd0) & (tmp_colour != colour || tmp_colour == 2'd0)) begin
                        count = 8'd0;
                        board_offset = 8'd0;
                        board_count = board_count + 1'd1;
                        done_direction = tmp_colour != 2'd0;
                    end
                    state = (tmp_colour == colour) | (signed'(tmp_y) < signed'(8'd0)) ? PREP_L : EDIT_B;  
                end
                EDIT_B: begin
                    board_offset = count;
                    if (count == ((y << 2'd3) + x)) begin
                        sq_data = 2'd0; 
                    end
                    else if (count == ((tmp_y << 2'd3) + tmp_x)) begin
                        sq_data = piece;
                    end
                    else begin
                        sq_data = src_board[count]; 
                    end
                    state = (count > 8'd63) & done_direction ? PREP_L : (count > 8'd63 ? MV_B : WRITE_SQB);
                end
                WRITE_SQB: begin
                    master_address = dest + ((board_offset + ((board_count - 1) << 3'd6)) << 2'd2);  
                    master_writedata = sq_data;
                    if (~master_waitrequest) count = count + 1'd1;
                    state = master_waitrequest ? WRITE_SQB : EDIT_B;
                end
                PREP_L: begin
                    tmp_x = x;
                    tmp_y = y;
                    done_direction = 1'd0;
                    state = MV_L;
                end
                MV_L: begin
                    tmp_x = tmp_x - 1'd1;
                    tmp_colour = signed'(src_board[(tmp_y << 2'd3) + tmp_x][7:0]) > signed'(1'd0) ? 2'd1 : (signed'(src_board[(tmp_y << 2'd3) + tmp_x][7:0]) < signed'(1'd0) ? -2'd1 : 2'd0);
                    state = ADD_LMV;
                end
                ADD_LMV: begin
                    if (signed'(tmp_x) >= signed'(8'd0) & (tmp_colour != colour || tmp_colour == 2'd0)) begin
                        count = 8'd0;
                        board_offset = 8'd0;
                        board_count = board_count + 1'd1;
                        done_direction = tmp_colour != 2'd0;
                    end
                    state = (tmp_colour == colour) | (signed'(tmp_x) < signed'(8'd0)) ? PREP_R : EDIT_L;  
                end
                EDIT_L: begin
                    board_offset = count;
                    if (count == ((y << 2'd3) + x)) begin
                        sq_data = 2'd0; 
                    end
                    else if (count == ((tmp_y << 2'd3) + tmp_x)) begin
                        sq_data = piece;
                    end
                    else begin
                        sq_data = src_board[count]; 
                    end
                    state = (count > 8'd63) & done_direction ? PREP_R : (count > 8'd63 ? MV_L : WRITE_SQL);
                end
                WRITE_SQL: begin
                    master_address = dest + ((board_offset + ((board_count - 1) << 3'd6)) << 2'd2);  
                    master_writedata = sq_data;
                    if (~master_waitrequest) count = count + 1'd1;
                    state = master_waitrequest ? WRITE_SQL : EDIT_L;
                end
                PREP_R: begin
                    tmp_x = x;
                    tmp_y = y;
                    done_direction = 1'd0;
                    state = MV_R;  
                end
                MV_R: begin
                    tmp_x = tmp_x + 1'd1;
                    tmp_colour = signed'(src_board[(tmp_y << 2'd3) + tmp_x][7:0]) > signed'(1'd0) ? 2'd1 : (signed'(src_board[(tmp_y << 2'd3) + tmp_x][7:0]) < signed'(1'd0) ? -2'd1 : 2'd0);
                    state = ADD_RMV;
                end
                ADD_RMV: begin
                    if (signed'(tmp_x) <= signed'(8'd7) & (tmp_colour != colour || tmp_colour == 2'd0)) begin
                        count = 8'd0;
                        board_offset = 8'd0;
                        board_count = board_count + 1'd1;
                        done_direction = tmp_colour != 2'd0;
                    end
                    state = (tmp_colour == colour) | (signed'(tmp_x) > signed'(8'd7)) ? FINISH : EDIT_R;  
                end
                EDIT_R: begin
                    board_offset = count;
                    if (count == ((y << 2'd3) + x)) begin
                        sq_data = 2'd0; 
                    end
                    else if (count == ((tmp_y << 2'd3) + tmp_x)) begin
                        sq_data = piece;
                    end
                    else begin
                        sq_data = src_board[count]; 
                    end
                    state = (count > 8'd63) & done_direction ? FINISH : (count > 8'd63 ? MV_R : WRITE_SQR);
                end
                WRITE_SQR: begin
                    master_address = dest + ((board_offset + ((board_count - 1) << 3'd6)) << 2'd2);  
                    master_writedata = sq_data;
                    if (~master_waitrequest) count = count + 1'd1;
                    state = master_waitrequest ? WRITE_SQR : EDIT_R;
                end
                FINISH: begin
                    slave_waitrequest = 1'd0;
                    state = slave_read ? WAIT : FINISH;  
                end
            endcase
        end
    end
endmodule
```
`flow/run.sh`:
```
#!/bin/bash
# OpenROAD 26Q1-2900-gdf79404cd8, Yosys 0.63+post, stock flow scripts
make -C /OpenROAD-flow-scripts/flow DESIGN_CONFIG=/design/flow/config.mk WORK_HOME=/design/flow/orfs finish
```
`flow/config.mk`:
```
export PLATFORM = sky130hd
export DESIGN_NAME = rook
export DESIGN_NICKNAME = rook
export VERILOG_FILES = /design/flow/design.v
export SDC_FILE = /design/flow/constraint.sdc
export NUM_CORES = 4
export LEC_CHECK = 1
export CORE_UTILIZATION = 40
```
`flow/constraint.sdc`:
```
current_design rook

set clk_period 7.5
set clk_io_pct 0.2

create_clock -name clk0 -period $clk_period [get_ports {clk}]

set non_clock_inputs [all_inputs -no_clocks]
set_input_delay [expr $clk_period * $clk_io_pct] -clock clk0 $non_clock_inputs
set_output_delay [expr $clk_period * $clk_io_pct] -clock clk0 [all_outputs]
```
==> reports/summary.txt <==
outcome: stopped before the end
stage reached: global routing (5_1_grt)
error msg: [ERROR GRT-0116] Global routing finished with congestion. Check the congestion regions in the DRC Viewer.
comb area leader: AND-OR/OR-AND gates
# Cells Yosys: 5186
Ports: 173
area share, top type: 42.5%
syn avg cell area: 9.44 um^2
yosys aoi share: 28.1%
count of library flops with an enable pin: 693
yosys simple share: 16.4%
HPWL Detailed: 367000 um
ys async rst share: 0%
Tot GR Track Use: 93.5%
cell type with the largest total area: edfxtp_1
Mapped Area: 49000 um^2
gr ovfl total: 2738
placed insts: 7258
initial core utilization: 40.3%
FP Rows: 128
most common cell in the netlist: edfxtp_1
register share after synthesis: 43.5%
number of port buffers: 124
die height: 352 um
Mapped Cells: 5186
Post CTS Setup Buffer Count: 0
top post-synthesis cells by count: edfxtp_1, nand2_1, nor2_1, o21ai_0, a22oi_1
Adder Share, Synth: 2.86%
CTS sink cnt: 718
CTS max path bufs: 3
largest net degree at the start of global routing: 58
routability congestion estimate: 1.56
Most common reg cell: edfxtp_1
biggest area cells: edfxtp_1, a22oi_1, o21ai_0, nand2_1, a221oi_1
CTS Root Cell: clkbuf_16
yosys synthesis warning count: 2
vias in the first global route: 73500
yosys stat area: 49000 um^2
mux frac, synth: 1.47%
Num CTS Buffers: 79
htree depth: 3
cts hold-fix bufs: 0
Unique cell types: 101
CTS resizes: 0
Die X: 352 um
global-route wire length before repair: 750000 um
yosys xor share: 3.62%
ys flops: 718
==> through the flow <==
| step | instance area [um^2] | hold WS, ps | power, mW | setup WS [ps] | util, % |
|---|---|---|---|---|---|
| after floorplan | 49100 | 400 | 4.76 | 1680 | - |
| after global placement | 56100 | 405 | 5.05 | 1140 | 46.2 |
| after detailed placement | 56100 | 405 | 5.05 | 1220 | 46.2 |
| after CTS | 58800 | 420 | 9.14 | 1190 | 48.4 |
==> routing by layer <==
metal  overflow  track usage (%)
met1        399             93.9
met2       1117             99.3
met3        536             91.0
met4        632             88.0
met5         54             76.8
==> cells by family after synthesis <==
logic type | after synthesis
AND-OR/OR-AND | 1943
AND/OR/NAND/NOR | 1707
flip-flops | 718
buffers and inverters | 452
XOR/XNOR | 193
adder cells (fa/ha/maj) | 103
multiplexers | 69
other | 1
Power is estimated from default activity; no workload was simulated.
